==> ./run.sh <==
#!/bin/bash
# OpenROAD 26Q1-2900-gdf79404cd8, Yosys 0.63+post, stock flow scripts
make -C /OpenROAD-flow-scripts/flow DESIGN_CONFIG=/design/flow/config.mk WORK_HOME=/design/flow/orfs finish
==> ./config.mk <==
export PLATFORM = sky130hd
export DESIGN_NAME = top
export DESIGN_NICKNAME = top
export VERILOG_FILES = /design/flow/design.v
export SDC_FILE = /design/flow/constraint.sdc
export NUM_CORES = 4
export LEC_CHECK = 1
export CORE_UTILIZATION = 40
==> ./constraint.sdc <==
current_design top

set clk_period 2.6
set clk_io_pct 0.2

create_clock -name clk0 -period $clk_period [get_ports {clk}]

set non_clock_inputs [all_inputs -no_clocks]
set_input_delay [expr $clk_period * $clk_io_pct] -clock clk0 $non_clock_inputs
set_output_delay [expr $clk_period * $clk_io_pct] -clock clk0 [all_outputs]
==> ./design.v <==
module top(
	input clk,
	input i_tx_dv,
	input [7:0]i_tx_byte,
	output o_rx_dv,
	output [7:0]o_rx_byte
    );
wire t1;
uartTX u1(clk,i_tx_dv,i_tx_byte,o_tx_active,t1,o_tx_done);
uartRX u2(clk,t1,o_rx_dv,o_rx_byte);
endmodule
module uartRX(
	input clk,
	input i_rx_serial,
	output o_rx_dv,
	output [7:0]o_rx_byte
 );
parameter CLK_PER_BIT=87;   
parameter IDLE=3'b000;
parameter START=3'b001;
parameter DATA=3'b010;
parameter STOP=3'b011;
parameter CLEANUP=3'b100;	
reg r_rx_data_r  =1'b1;
reg r_rx_data    =1'b1;
reg [7:0]count;
reg [2:0] bitIndex;
reg [2:0]state;
reg [7:0]r_rx_byte;
reg r_rx_dv;
always@(posedge clk)
begin
	r_rx_data_r<=i_rx_serial;     
	r_rx_data<=r_rx_data_r;       
end
always@(posedge clk)
begin
	case(state)
		IDLE: begin             
				count<=0;
				bitIndex<=0;
				r_rx_dv<=0;
				if(r_rx_data==0)
					state<=START;
				else
					state<=IDLE;
				end
		START: begin                
					 if(count==(CLK_PER_BIT-1)/2)
					 begin
						if(r_rx_data==0)
						begin
							state<=DATA;
							count<=0;
						end
						else
							state<=IDLE;
					 end
					 else
					 begin
						count<=count+1;
						state<=START;
					 end
				 end
		DATA: begin               
					if(count<CLK_PER_BIT-1)
					begin
						count<=count+1;
						state<=DATA;
					end
					else
					begin
						count<=0;
						r_rx_byte[bitIndex]<=r_rx_data;
						if(bitIndex<7)            
						begin
							bitIndex<=bitIndex+1;
							state<=DATA;
						end
						else
						begin
							bitIndex<=0;
							state<=STOP;
						end
					end
				end
		STOP: begin                       
					if(count<CLK_PER_BIT-1)
						begin
							count<=count+1;
							state<=STOP;
						end
					else
						begin
							r_rx_dv<=1'b1;
							count<=0;
							state<=CLEANUP;
						end
				end
		CLEANUP: begin                   
						r_rx_dv<=1'b1;
						state<=IDLE;
					end
		default: state<=IDLE;			
	endcase
end
assign o_rx_dv=r_rx_dv;
assign o_rx_byte=r_rx_byte;
endmodule
module uartTX(
	input clk,
	input i_tx_dv,
	input [7:0]i_tx_byte,
	output o_tx_active,
	output reg o_tx_serial,
	output o_tx_done
    );
parameter CLK_PER_BIT=87;   
parameter IDLE    =3'b000;
parameter START   =3'b001;
parameter DATA    =3'b010;
parameter STOP    =3'b011;
parameter CLEANUP =3'b100;
reg [7:0]count;
reg [2:0] bitIndex;
reg [2:0]state;
reg [7:0]r_tx_data;
reg r_tx_done=0;
reg r_tx_active;
always@(posedge clk)
begin
	case(state)
	IDLE: begin                     
				o_tx_serial<=1'b1;
				count<=0;
				bitIndex<=0;
				if(i_tx_dv==1'b1)
				begin
					r_tx_active<=1'b1;
					r_tx_data<=i_tx_byte;
					state<=START;
				end
				else
					state<=IDLE;
			end
	START: begin                   
				o_tx_serial<=1'b0;
				if(count<CLK_PER_BIT-1)
				begin
					count<=count+1;
					state<=START;
				end
				else
				begin
					count<=0;
					state<=DATA;
				end
			 end
	DATA: begin                      
				o_tx_serial<=r_tx_data[bitIndex];
				if(count<CLK_PER_BIT-1)
				begin
					count<=count+1;
					state<=DATA;
				end
				else
				begin
					count<=0;
					if(bitIndex<7)   
					begin
						bitIndex<=bitIndex+1;
						state<=DATA;
					end
					else
					begin
						bitIndex<=0;
						state<=STOP;
					end
				end
			end
	STOP: begin                       
				o_tx_serial<=1'b1;
				if(count<CLK_PER_BIT-1)
				begin
					count<=count+1;
					state<=STOP;
				end
				else
				begin
					r_tx_done<=1'b1;
					count<=0;
					state<=CLEANUP;
					r_tx_active<=1'b0;
				end
			end
	CLEANUP: begin                    
					r_tx_done<=1'b1;
					state<=IDLE;
				end
	default: state<=IDLE;	
   endcase	
end
assign o_tx_active=r_tx_active;
assign o_tx_done=r_tx_done;
endmodule
==> Changelog: implementation <==
### Implementation results

- Seq pwr share: 0.528
- H-Tree Depth: 2
- Overall Global Routing Usage: 0.137
- Pin count of the biggest net entering global routing: 15
- Critical path class: register to register
- Inst Count DP: 284
- Setup TNS: 0 ns
- Initial antenna violation count: 0
- Share of layout cells above drive strength 1: 0.0636
- Fillers: 493
- Post-synth EDFFs: 40
- Die X: between 70 and 80 um
- Max_slew headroom: 0.531
- Lkg Pwr: 0.966 nW
- RSZ-0062 raised after global routing: no
- Hold_ws: roughly 0.33 ns
- Vias per inst: 5.09
- Max Freq: 0.498 GHz
- Reg clk slew, reported paths: 0.08 ns
- Ports: 19
- Vias in the first global route: 1,345
- Status: completed
- Fin. Hold Viols: 0
- Area leader share: 0.529
- Async set-reset flop share out of synthesis: 0
- Core Util at FP: 0.413
- Area Growth Syn to Fin: 16.3%
- Port Buf Inserts: 18
- Clk_skew: 0.00250 ns
- Average footprint of a synthesized cell: 11.7 um^2
- Post-Syn Area: approximately 0.0023 mm^2
- Top cells by area: edfxtp_1, dfxtp_1, nor2_1, ha_1, xnor2_1
- Routed length per instance: 11.8 um
- Sw Pwr: 0.828 mW
- First-pass GRT wire length: 6230 um
- Row count: 27
- HP Class: register to register
- Max VDD drop: 485 uV
- MI comb area: 866 um^2
- Final worst path period need: 2.01 ns
- Register share after synthesis: 0.599
- Logic pwr share: 0.268
- CTS tree: yes
- Startpoint types: register
- CP max FO: 9
- Setup repair bufs after CTS: 0
- DR vias: 1,487
- Yosys Instances: 195
- P per Cell Area: a little under 1000 mW/mm^2
- Area after DPL: 0.00253 mm^2
- CTS max path bufs: 2
- Die area: 0.00599 mm^2
- Slew Viols, Final: 0
- Die height: 77.4 um
- Final setup viols: 0
- CTS Sinks: 48
- Crit share post-route: 0.773
- Yosys top cell by area: edfxtp_1
- Design area: 0.00264 mm^2
- Cts bufs inserted: 5
- Ant diodes: 0
- Sw frac: 0.323
- Yosys Chip Area: 0.00227 mm^2
- Worst-margin pin slew: 0.701 ns
- CTS Hold Bufs: 0
- Later-pin clock latency in the skew report: 0.30 ns
- Register Area: 0.00136 mm^2
- Clock share of power: 0.204
- Drt initial violations: 35
- Syn. warnings: 4
- Global placement routability congestion: 0.807
- Resize count post-CTS: 0
- First-pass iteration count of the detailed router: 6
- Layout Cells excl Fill: 292
- Root Driver: clkbuf_8
- # DRC: 0
- Ys flop type: edfxtp_1
- Cells after Synth: 195
- Synth cell types: 40
- CP required: 2.66 ns
- Core footprint: between 0.005 and 0.006 mm^2
- CP endpoint kind: register
- CP arrival: 2.07 ns
- Post-Route WL: 3460 um
- Gr ovfl total: 0
- Int Power: roughly 1.7 mW
- Ys flops: 48
- Max cap viols: 0
- Tool warnings: 28
- Post-DRT Antenna Nets: 0
- Hpwl dp: 2430 um
cell type report:
class | instances | area share
well taps | 72 | 0.0341
inverters | 8 | 0.0114
clock buffers | 6 | 0.0275
multi-input cells | 137 | 0.328
flip-flops and latches | 48 | 0.515
clock inverters | 2 | 0.0133
repair buffers | 19 | 0.0710
through the flow:
step | total power [mW] | setup slack [ns] | util
after floorplan | 1.88 | 0.753 | -
after global placement | 2.06 | 0.643 | 0.460
after detailed placement | 2.06 | 0.590 | 0.460
after CTS | 2.59 | 0.576 | 0.480
after global routing | 2.78 | 0.455 | 0.480
final | 2.57 | 0.590 | 0.480
power by group through the flow:
stage | sequential [mW] | clock [mW] | combinational, mW
5_1_grt | 1.41 | 0.579 | 0.793
4_1_cts | 1.36 | 0.541 | 0.693
6_report | 1.36 | 0.524 | 0.687
worst max-delay path, stage by stage, from the launching register on:
cell and delay, ns:
edfxtp_1 0.51, inv_1 0.12, ha_1 0.26, xor2_1 0.21, nor4_1 0.30, mux2_2 0.37
final timing paths:
kind / from / to / slack (ns) / cells past startpoint
worst max-delay path: u2.bitIndex[0]$_SDFFCE_PP0P_ / u2.r_rx_byte[4]$_DFFE_PP_ / 0.59 / 5
worst min-delay path: u2.r_rx_data_r$_DFF_P_ / u2.r_rx_data$_DFF_P_ / 0.33 / 0
worst max register to register: u2.bitIndex[0]$_SDFFCE_PP0P_ / u2.r_rx_byte[4]$_DFFE_PP_ / 0.59 / 5
worst min register to register: u2.r_rx_data_r$_DFF_P_ / u2.r_rx_data$_DFF_P_ / 0.33 / 0
cells in the mapped netlist, types with 3 or more instances:
library cell	count
edfxtp_1	40
nor2b_1	3
nand2_1	19
o21ai_0	11
xnor2_1	9
a211oi_1	3
inv_1	8
nor2_1	29
ha_1	7
xor2_1	6
a31oi_1	3
nand3_1	7
dfxtp_1	8
nor3_1	4
and3_1	6
cells in the final DEF, fill, tap and decap left out, types with 3 or more instances in the layout:
cell and n:
a211oi_1 3, a31oi_1 3, and3_1 6, clkbuf_8 5, clkdlybuf4s50_1 18, dfxtp_1 8
edfxtp_1 40, ha_1 7, inv_1 8, nand2_1 19, nand3_1 7, nor2_1 29
nor2b_1 3, nor3_1 4, o21ai_0 11, xnor2_1 9, xor2_1 6
logic make-up (layout without fill, tap and decap cells):
| group | Yosys count | in the layout | synth area share |
|---|---|---|---|
| mux | 4 | 4 | 0.0292 |
| other cells | 1 | 1 | 0.00165 |
| buf+inv | 10 | 35 | 0.0198 |
| fa+ha+maj | 7 | 7 | 0.0385 |
| flops | 48 | 48 | 0.599 |
| xor+xnor | 15 | 15 | 0.0578 |
| compound gates | 33 | 33 | 0.0980 |
| simple gates | 77 | 77 | 0.156 |
metal layers:
layer	track usage	vias to the layer above	wire (um)
li1	-	761	-
met3	0.0382	5	196
met2	0.192	40	1550
met1	0.239	681	1680
met4	0.0132	0	39
met5	0	-	0
flip-flops by register name, indices dropped and copies added (netlist names), 3 cells and up:
signal and cells:
u1.bitIndex 3, u1.count 8, u1.r_tx_data 8, u1.state 3, u2.bitIndex 3, u2.count 8, u2.r_rx_byte 8, u2.state 3
Power and IR drop assume default switching activity.
